`/design/flow/config.mk`:
```
export PLATFORM = sky130hd
export DESIGN_NAME = datapath
export DESIGN_NICKNAME = datapath
export VERILOG_FILES = /design/flow/design.v
export SDC_FILE = /design/flow/constraint.sdc
export NUM_CORES = 4
export LEC_CHECK = 1
export CORE_AREA = 10 10 70 70
export DIE_AREA = 0 0 80 80
```
`/design/flow/constraint.sdc`:
```
current_design datapath

set clk_period 3.1
set clk_io_pct 0.2

create_clock -name clk0 -period $clk_period [get_ports {clk}]

set non_clock_inputs [all_inputs -no_clocks]
set_input_delay [expr $clk_period * $clk_io_pct] -clock clk0 $non_clock_inputs
set_output_delay [expr $clk_period * $clk_io_pct] -clock clk0 [all_outputs]
```
`/design/flow/design.v`:
```
`timescale 1ns / 1ps
module adder_8
    (input logic [7:0] a, b,
     output logic [7:0] y);
assign y = a + b;
endmodule
`timescale 1ns / 1ps
module datapath 
    (
     input logic clk,reset,
	  output logic [31:0] instruction
	  );
	  logic [7:0] pc_input;
	  logic [7:0] pc_output;
	  pc pc_module (
	  .a(pc_input),
	  .clk(clk),
	  .reset(reset),
	  .y(pc_output)
	  );
	  adder_8  pcadd (
	  .a(pc_output),
	  .b(8'b00000100),
	  .y(pc_input)
	  );
	  ins_memory ins_mem(
	  .clk(clk),
	  .address_in(pc_output),
	  .instruction_out(instruction)
	  );
endmodule 
module ins_memory 
    (input wire clk,           
     input wire [7:0] address_in,  
     output wire [31:0] instruction_out   
    );
	  reg [31:0] ins_mem [0:255];
	  assign ins_mem[0]   = 32'b00000000001101001010001100000011;  
	  assign ins_mem[4]   = 32'h00000000010001001010001100000011;  
     assign ins_mem[8]   = 32'h00000000010101001010001100000011;  
     assign ins_mem[12]  = 32'h0001f1b3;  
     assign ins_mem[16]  = 32'h00408213;  
     assign ins_mem[20]  = 32'h00510293;  
     assign ins_mem[24]  = 32'h00610313;  
     assign ins_mem[28]  = 32'h00718393;  
     assign ins_mem[32]  = 32'h00208433; 
     assign    instruction_out = ins_mem[address_in];
endmodule 
`timescale 1ns / 1ps
module pc
    (input logic [7:0] a,
	  input logic clk,reset,
     output logic [7:0] y);
	  always @(posedge clk) begin
			if (reset == 1 )begin 
				y <= 8'b00000000;
			 end else begin 
				y <= a;
			 end 
     end
endmodule 
```
`/design/flow/run.sh`:
```
#!/bin/bash
# OpenROAD 26Q1-2900-gdf79404cd8, Yosys 0.63+post, stock flow scripts
make -C /OpenROAD-flow-scripts/flow DESIGN_CONFIG=/design/flow/config.mk WORK_HOME=/design/flow/orfs finish
```
==> results.sh <==
# source this file to load flow results
export IMPL_status="finished clean"
export IMPL_hpwlAfterDp_um=1200
export IMPL_die_area_um2=6400
export IMPL_path_depth=5
export IMPL_cp_top_family="buffers and inverters"
export IMPL_crit_fanout=14
export IMPL_period_used=0.904
export IMPL_ys_sh_adder=0.0783
export IMPL_whs_ps=474
export IMPL_layout_min_cycle_time_ps=2800
export IMPL_viasPerCell=3.72
export IMPL_synth_flop_count=6
export IMPL_regToRegSetupSlack_ps=1770
export IMPL_peakVddDrop_v=0.0000655
export IMPL_worst_slew_pin_slew_ps=524
export IMPL_first_pass_iters=4
export IMPL_tns_ps=0
export IMPL_cts_root_buffer="clkbuf_4"
export IMPL_clock_sinks=6
export IMPL_grt_use_met1=0.0533
export IMPL_final_hold_violation_count=0
export IMPL_stdcell_area_um2=797
export IMPL_ys_sh_xor=0.0548
export IMPL_ios=34
export IMPL_edf_count=0
export IMPL_synth_cellmix_simpleShare=0.290
export IMPL_rsz0062_at_grt="no"
export IMPL_clk_pin_slew_ps=40
export IMPL_via_count=547
export IMPL_worstSetupPathType="flop to output pin"
export IMPL_drv_slew=0
export IMPL_row_count=21
export IMPL_endpoint="instruction[8]"
export IMPL_synthMuxAreaShare=0
export IMPL_synth_cell_types=29
export IMPL_antenna_found_initial=0
export IMPL_cts_made_buffers=3
export IMPL_synthesis_area_um2=639
export IMPL_fillerInstances=390
export IMPL_max_slew_margin=0.650
export IMPL_path_cells="ha_1 -> or3_1 -> a32o_1 -> o21ai_1 -> clkdlybuf4s50_1"
export IMPL_async_flop_share=0
export IMPL_drive_gt1_frac=0.0495
export IMPL_grt_pass1_vias=501
export IMPL_yosysChipArea_um2=639
export IMPL_grt_use_total=0.0417
export IMPL_fmax_mhz=357
export IMPL_area_growth_pct=24.7
export IMPL_critical_path_max_stage_delay_ps=480
export IMPL_drt_iter0_drc=32
export IMPL_antenna_cells=0
export IMPL_cts_tree="built"
export IMPL_gp_congestion=0.817
export IMPL_r2r_end="pc_module.y[7]"
export IMPL_ys_sh_aoi=0.127
export IMPL_grt_use_met3=0.0182
export IMPL_wire_per_inst_um=9.95
export IMPL_yosys_warnings=7918
export IMPL_largest_register="pc_module.y"
export IMPL_setup_viol=0
export IMPL_cts_buffer_depth=2
export IMPL_warnings=28
export IMPL_drc=0
export IMPL_setup_worst_path_start="pc_module.y[2]"
export IMPL_crit_required_ps=2480
export IMPL_grtUsageMet2=0.0626
export IMPL_post_dp_cell_area_um2=774
export IMPL_fin_skew_ps=1.86
export IMPL_slowest_stage="clkdlybuf4s50_1"
export IMPL_crit_arrival_ps=2180
export IMPL_max_cap_viol_count=0
export IMPL_core_area_um2=3420
export IMPL_worstSetupEndpointType="output pin"
export IMPL_dieWidth_um=80
export IMPL_port_buffers=17
export IMPL_fin_util=0.233
export IMPL_instances_no_fill=147
export IMPL_die_h_um=80
export IMPL_ctsHoldBuffers=0
export IMPL_postCtsSetupBuffers=0
export IMPL_start_kind="flop"
export IMPL_synthTopLogicFamily="simple AND/OR/NAND/NOR gates"
export IMPL_largest_register_ffs=6
export IMPL_synthCells=88
export IMPL_cts_max_level=1
export IMPL_wl_um=1460
export IMPL_p_per_area_nw_per_um2=319
export IMPL_leakagePower_nw=0.338
export IMPL_reg_top3="pc_module.y (6)"
export IMPL_ys_seq_frac=0.188
export IMPL_cts_resized=0
export IMPL_rr_worst_depth=3
export IMPL_fp_util=0.187
export IMPL_clk_latency_ps=240
export IMPL_area_leaders="buf_4 20%, dfxtp_1 19%, ha_1 7.8%"
export IMPL_r2r_start="pc_module.y[4]"
export IMPL_grt_pass1_wl_um=2330
export IMPL_ff_type="dfxtp_1"
export IMPL_top_usage_layer="met2"
export IMPL_largest_area_cell="buf_4"
export IMPL_path_buffers=1
export IMPL_ys_cells=88
export IMPL_ant_nets=0
export IMPL_top_cell_area_share=0.200
export IMPL_placedCellCount=144
export IMPL_grt_ovfl_total=0
export IMPL_avgSynthCellArea_um2=7.27
export IMPL_grt_start_max_net_pins=18
export IMPL_hp_class="flop to flop"
[cell type report]
cell class                 count  area [um^2]  area share
clock buffer                   3         22.5      0.0283
inverter                       4         15.0      0.0188
multi-input combinational     71          412       0.516
sequential                     6          120       0.151
tap                           46         57.6      0.0722
timing repair buffer          17          170       0.214
[how the worst min path moves through the flow]
| stage | startpoint | to | cells past startpoint |
|---|---|---|---|
| CTS | pc_module.y[2] | pc_module.y[2] | 1 |
| global route | pc_module.y[2] | pc_module.y[2] | 1 |
| finish | pc_module.y[2] | pc_module.y[2] | 1 |
[cell usage in the layout, fill, tap and decap left out, types with 2 or more instances in the layout]
cell type and count:
clkdlybuf4s50_1 17, conb_1 16, nor2_1 8, dfxtp_1 6
nor3_1 5, nand2_1 5, o21ai_0 5, inv_1 4
ha_1 4, xor2_1 3, nand3_1 3, a21oi_1 3
nor2b_1 3, clkbuf_4 3, nor4_1 2, nand2b_1 2
[layer usage]
metal	routed length [um]	up-vias
li1	-	287
met1	665	243
met2	643	17
met3	152	0
met4	0	0
met5	0	-
[logic make-up after synthesis]
group	Yosys count
xor gates and xnor gates	4
buffers and inverters	25
AOI/OAI and AO/OA	13
adders and majority gates	4
and+or+nand+nor	34
other	2
DFF	6
[report_power, final]
group          internal, W  switching, W
Sequential       0.0000809    0.00000638
Combinational    0.0000663     0.0000335
Clock            0.0000435     0.0000238
Total             0.000191     0.0000637
[Yosys cell counts (2+ instances only)]
cell      number
a21oi_1        3
buf_2          2
buf_4         17
clkbuf_1       2
conb_1         2
dfxtp_1        6
ha_1           4
inv_1          4
nand2_1        5
nand2b_1       2
nand3_1        3
nor2_1         8
nor2b_1        3
nor3_1         5
nor4_1         2
o21ai_0        5
xor2_1         3
[per-stage QoR]
| stage | setup slack [ps] | power, W |
|---|---|---|
| 6_report | 296 | 0.000254 |
| 5_1_grt | 121 | 0.000280 |
| 4_1_cts | 273 | 0.000263 |
| 3_5_place_dp | 538 | 0.000192 |
| 3_3_place_gp | 567 | 0.000192 |
| 2_1_floorplan | 1170 | 0.000141 |
Power figures rest on the tool's default switching activity, not on a simulated workload.
