==> ./design.v <==
`timescale 1ns / 1ps
module datamemory #(
    parameter DM_ADDRESS = 9 ,
    parameter DATA_W = 32
    )(
    input logic clk,
	input logic MemRead ,  
    input logic MemWrite ,  
    input logic [ DM_ADDRESS -1:0] a ,  
    input logic [ DATA_W -1:0] wd ,  
    output logic [ DATA_W -1:0] rd  
    );
    logic [DATA_W-1:0] mem [(2**DM_ADDRESS)-1:0];
    always @(*)
    begin
       if(MemRead)
            rd = mem[a];
	end
    always @(posedge clk) begin
       if (MemWrite)
            mem[a] = wd;
    end
endmodule
==> ./run.sh <==
#!/bin/bash
# OpenROAD 26Q1-2900-gdf79404cd8, Yosys 0.63+post, stock flow scripts
make -C /OpenROAD-flow-scripts/flow DESIGN_CONFIG=/design/flow/config.mk WORK_HOME=/design/flow/orfs finish
==> ./config.mk <==
export PLATFORM = sky130hd
export DESIGN_NAME = datamemory
export DESIGN_NICKNAME = datamemory
export VERILOG_FILES = /design/flow/design.v
export SDC_FILE = /design/flow/constraint.sdc
export NUM_CORES = 4
export LEC_CHECK = 1
export CORE_UTILIZATION = 40
export SYNTH_MEMORY_MAX_BITS = 65536
==> ./constraint.sdc <==
current_design datamemory

set clk_period 144.9
set clk_io_pct 0.2

create_clock -name clk0 -period $clk_period [get_ports {clk}]

set non_clock_inputs [all_inputs -no_clocks]
set_input_delay [expr $clk_period * $clk_io_pct] -clock clk0 $non_clock_inputs
set_output_delay [expr $clk_period * $clk_io_pct] -clock clk0 [all_outputs]
==> results.md <==
| Item | Reported |
|:---|:---|
| PnR Total Power | 9.92 mW |
| Setup bufs post-CTS | 0 |
| Setup TNS Final | 0 ns |
| Detailed Routing Iterations Pass 1 | 8 |
| Final setup fails | 0 |
| Synth Instances | 28572 |
| Hold_ws | 28.04 ns |
| Post-synthesis average cell area | 21.9 um^2 |
| Number of input and output port buffers inserted | 75 |
| Deepest clock path buffer count | 6 |
| Standard-cell row count | 459 |
| Ranking of synthesized cells by instance count | sky130_fd_sc_hd__edfxtp_1, sky130_fd_sc_hd__mux4_2, sky130_fd_sc_hd__mux2i_1, sky130_fd_sc_hd__buf_2, sky130_fd_sc_hd__a22oi_1 |
| Signal arrival time at the worst endpoint | 33.41 ns |
| Number of antenna violations at the first check in global routing | 293 |
| Count of hold buffers inserted by post-cts repair | 0 |
| Std-Cell Core Area | 1560000 um^2 |
| Unrepaired setup endpoints after global routing | false |
| Cell type of the slowest stage on the worst timing path | sky130_fd_sc_hd__nand3_4 |
| Total power divided by cell area | 13.8 nW/um^2 |
| Dominant flop cell | sky130_fd_sc_hd__edfxtp_1 |
| LEAKAGE | 224 nW |
| Area contributors post-synth | sky130_fd_sc_hd__edfxtp_1, sky130_fd_sc_hd__mux4_2, sky130_fd_sc_hd__mux2i_1 |
| Register area | 492000 um^2 |
| Max IR drop VDD | 0.0125 mV |
| Cycle use final | 0.224 |
| Height of the die | 1250 um |
| Worst Setup Path Type | in -> reg |
| Final hold violations | 0 |
| Biggest fanout along the worst timing path | 31 |
| Maximum level of the CTS H-tree | 7 |
| Share of total power in the clock network | 0.419 |
| Relative contribution of sequential cells to total power | 0.526 |
| Vias | 313652 |
| Area share, top type | 0.785 |
| Post_cts resized | 0 |
| Sw Ratio | 0.218 |
| Routability congestion estimate from global placement | 1.01 |
| Transition time at the pin with the least slew margin | 1.68 ns |
| Fillers | 125743 |
| Stage-log warning count | 38 |
| Number of nets with antenna violations after detailed routing | 0 |
| Non-Filler Cell Area, Final | 719000 um^2 |
| Overall routed net length | 2080000 um |
| Gate power share | 0.054 |
| Post-detailed-route wirelength per cell | 39.1 um |
| Clock transition at the registers of the reported paths | 0.06 ns |
| Global-route total usage across every layer | 0.291 |
| Chip area | 1570000 um^2 |
| Number of flops mapped to enable cells by yosys | 16384 |
| # IOs | 76 |
| Total half-perimeter wirelength after legalization and detailed placement | 1350000 um |
| Area growth from synthesis to layout | 14.7% |
| TritonCTS Buffers | 1707 |
| Number of vias per cell after detailed routing | 5.90 |
| Via count of the first global-routing pass | 338421 |
| Number of max-slew violations in the final report | 8 |
| Sort of element at the end of the critical path | flip-flop |
| Fraction of synthesis flops using an asynchronous set or reset pin | 0 |
| Post-Syn Area | 627000 um^2 |
| Clock root buffer master | sky130_fd_sc_hd__clkbuf_16 |
| Worst min-delay path class | in -> reg |
| Top cell by count, worst path | sky130_fd_sc_hd__buf_4 |
| First-pass GRT wire length | 2810000 um |
| Violated checks | capacitance limit, slew limit |
| Post-place instance area | 666000 um^2 |
| Gate Area | 131000 um^2 |
| Total number of yosys warnings | 1 |
| Endpoints left unconstrained | 64 |
| Shortest clock period the worst path allows after layout | 32.44 ns |
| Most frequent cell after synthesis | sky130_fd_sc_hd__edfxtp_1 |
| FP Util | 0.401 |
| Result of the run | finished with violations |
| Total gr overflow | 0 |
| Number of distinct library cells after synthesis | 80 |
| Fmax | 30.8 MHz |
| Crit path cell chain | buf_8 > buf_4 > nor2b_4 > nand3_4 > buf_4 > buf_4 > nor2_4 > buf_4 |
| DRC violation count after routing | 0 |
| Relative slew slack | -0.117 |
| Yosys stat chip area | 627000 um^2 |
| CTS tree | yes |
| Initial DRC Count | 24339 |
| Cell type contributing the most total cell area after synthesis | sky130_fd_sc_hd__edfxtp_1 |
| Yosys Instances | 28572 |
| Net switching power figure | 2.16 mW |
| Share of post-route cells with drive strength above 1 | 0.271 |
| Largest net degree at the start of global routing | 112 |
| Max-capacitance violation count | 1 |
| Register pins left without a clock | 32 |
| Nature of the critical path startpoint | primary input |
| Flops & latches, synth | 16416 |
| Delay of the slowest cell on the worst path | 0.80 ns |
| Chip Width | 1250 um |
| Required arrival time at the worst endpoint | 145.87 ns |
| Internal power | 7.76 mW |
## worst paths after layout
kind	cells after the start	slack, ns	startpoint	endpoint
max	8	112.46	a[2]	mem[373][12]
min	1	28.04	wd[24]	mem[195][24]
## placed cells by master (no fill, tap or decap), drive strengths merged, types with 24 or more instances in the layout
cell,count
bufinv,129
clkinv,700
edfxtp,16384
a221oi,151
inv,57
nor2b,49
o221ai,29
nor2,610
nand2,572
and3,53
o22ai,425
o211a,27
nor4,73
clkinvlp,40
nor3,108
mux2i,1597
dlxtp,32
diode,515
nand4,452
mux2,284
nand3,223
o211ai,67
a211oi,152
a22oi,617
a32oi,41
clkbuf,2085
mux4,3354
a31oi,107
clkdlybuf4s50,33
a21oi,448
a2111oi,47
o21ai,364
buf,2024
a32o,24
a22o,243
and4,34
## through the flow
step | utilization | cells | setup slack (ns)
after floorplan | - | 28572 | 112.10
after global placement | 0.426 | 49643 | 111.36
after detailed placement | 0.426 | 49643 | 111.33
after CTS | 0.460 | 52621 | 112.74
after global routing | 0.460 | 52986 | 112.50
final | 0.460 | 53137 | 112.46
## metal layers
metal	vias to the layer above	share of wire	global-route usage
li1	126310	-	-
met1	158330	0.26	0.279
met2	24374	0.43	0.381
met3	4259	0.23	0.299
met4	379	0.067	0.147
met5	-	0.010	0.104
## registers in the layout, summed over array words and instances, names as in the netlist
register and cells:
rd 32, mem 16384
## layout make-up
class | count | share of cell area
Clock inverter | 893 | 0.0106
Tap cell | 20745 | 0.0361
Sequential cell | 16416 | 0.685
Timing Repair Buffer | 2057 | 0.0223
Multi-Input combinational cell | 10393 | 0.182
Inverter | 33 | 0.000200
Antenna cell | 515 | 0.00179
Clock buffer | 2085 | 0.0619
## cells by family (layout without fill, tap and decap cells)
kind of cell | count (synthesis) | in the layout | share of synthesized area
latches | 32 | 32 | 0.000766
buf+inv | 1763 | 5068 | 0.0139
flops | 16384 | 16384 | 0.785
simple gates | 2278 | 2278 | 0.0178
mux | 5235 | 5235 | 0.151
compound gates | 2880 | 2880 | 0.0318
other cells | 0 | 515 | 0
## power groups by stage
| stage | Clock (mW) | Sequential (mW) | Combinational, mW |
|---|---|---|---|
| finish | 4.16 | 5.22 | 0.538 |
| global route | 4.38 | 5.22 | 0.556 |
| CTS | 4.20 | 5.22 | 0.528 |
## worst max-delay path: cells and delay by family
kind | cells | cell delay [ns]
buffers and inverters | 5 | 2.28
AND/OR/NAND/NOR | 3 | 1.81
No activity file was given, so power comes from the tool's default toggle rates.
