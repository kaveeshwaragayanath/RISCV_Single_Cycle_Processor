===== flow/design.v =====
module data_mem(
      input logic we,clk,re,
		input logic [31:0] write_data, address,
		output logic [31:0] read_data
		);
		logic [31:0] RAM[255:0];
		initial begin
        integer i;
        for (i = 0; i < 256; i = i + 1) begin
            RAM[i] = i;
        end
      end
		assign read_data = RAM[address[5:0]];
      always @(posedge clk) begin
       if (we)
            RAM[address[5:0]] <= write_data;
      end 
endmodule

===== flow/run.sh =====
#!/bin/bash
# OpenROAD 26Q1-2900-gdf79404cd8, Yosys 0.63+post, stock flow scripts
make -C /OpenROAD-flow-scripts/flow DESIGN_CONFIG=/design/flow/config.mk WORK_HOME=/design/flow/orfs finish

===== flow/config.mk =====
export PLATFORM = sky130hd
export DESIGN_NAME = data_mem
export DESIGN_NICKNAME = data_mem
export VERILOG_FILES = /design/flow/design.v
export SDC_FILE = /design/flow/constraint.sdc
export NUM_CORES = 4
export LEC_CHECK = 1
export CORE_UTILIZATION = 30
export SYNTH_MEMORY_MAX_BITS = 65536

===== flow/constraint.sdc =====
current_design data_mem

set clk_period 17.0
set clk_io_pct 0.2

create_clock -name clk0 -period $clk_period [get_ports {clk}]

set non_clock_inputs [all_inputs -no_clocks]
set_input_delay [expr $clk_period * $clk_io_pct] -clock clk0 $non_clock_inputs
set_output_delay [expr $clk_period * $clk_io_pct] -clock clk0 [all_outputs]

==> notes.org <==
#+TITLE: Flow metrics

** Outcome
- Result of the run :: complete, no violations

** Timing
- The end-of-flow timing check tallies setup violations at 0.
- Setup repair after global routing left no endpoint under its margin.
- In the final timing run, aggregate negative setup slack is 0 ns.
- Achievable Freq :: 87.34 MHz
- Counting pins that exceed their max-slew limit in the final report gives 0.
- Relative slew slack :: 0.4273
- The final timing summary puts the cycle share of the worst path at 0.6735.
- After layout, the minimum clock period comes to 11.45 ns.
- Final-report hold violation count :: 0
- Transition time at the pin with the least slew margin :: 0.8590 ns

** Floorplan
- Die Ht :: 509.1 um
- The region available for standard cell placement spans 254900 sq um.
- Boundary Pins :: 99
- Die Wd :: 509.1 um
- Floorplan-stage core utilization :: 0.3027
- The floorplan has 185 rows.
- The chip occupies 259100 sq um.

** Logic synthesis
- Number of unique standard cell types used by synthesis :: 20
- The mapped netlist covers 77130 sq um.
- The area recorded from the Yosys report for this design is 77130 sq um.
- Instance tally after logic synthesis :: 3267
- In this run the mean area of a mapped cell was 23.61 sq um.
- Largest cells by area :: sky130_fd_sc_hd__edfxtp_1 (80%), sky130_fd_sc_hd__mux4_2 (15%), sky130_fd_sc_hd__a22oi_1 (2.5%)
- Fraction of the yosys area taken by sequential cells :: 0.7973
- Yosys top cell area share :: 0.7973
- Synthesized flop and latch total :: 2048
- # Cells Yosys :: 3267
- Looking at area per cell type in the netlist, the leader is sky130_fd_sc_hd__edfxtp_1.
- The warning tally printed by Yosys for this design is 1.

** Critical path
- Critical Path Start Type :: primary input
- The cell family contributing the most delay on the critical path is buffers and inverters.
- Critical-path top delay cell :: sky130_fd_sc_hd__or4_1
- Walking the critical path from launch to capture passes 9 cell instances.
- CP required :: 13.60 ns
- CP max stage delay :: 0.72 ns
- Arr. time, crit path :: 8.05 ns
- Classification of the worst setup path :: in -> out
- Buffering stage count on the worst path with inverters included :: 5
- The timing report shows the most common cell along the critical path to be sky130_fd_sc_hd__buf_4.
- In this run the worst setup path begins at address[0].
- Per the timing report, the biggest fanout along the worst path comes to 45.
- Critical-path cell list :: buf_8 -> buf_4 -> buf_4 -> buf_4 -> mux4_2 -> a22oi_1 -> a21oi_1 -> or4_1 -> clkdlybuf4s50_1
- Last element of the critical path :: read_data[18]
- CP endpoint kind :: output port

** Route
- In the log, the iteration count for the first detailed-route pass is 5.
- TritonRoute reported its final design rule violation total as 0.
- Avg Vias per Cell :: 5.020
- The wire length recorded after detailed routing is 183.6 mm.
- Nets still carrying antenna violations after routing amount to 0.
- Via total after detailed routing :: 35.21k
- Post-DR wirelength/cell :: 26.18 um
- The violation tally recorded at the end of detailed-routing iteration 0 is 2360.

** Clock tree
- In this run the number of H-tree levels came out at 4.
- The number of hold buffers added after CTS was 0.
- Post-CTS Resized :: 0
- TritonCTS built the clock tree.
- Inserted Clock Buffers :: 192
- In this run the clock root is driven by a sky130_fd_sc_hd__clkbuf_16.
- The clock passes through at most 3 buffers.
- Clock Sink Count :: 2048
- Setup bufs post-CTS :: 0
- Worst-path clk slew :: 0.06 ns

** Pwr
- Switching power of the nets :: 2.119 mW
- The script extracted a total leakage power of 26.57 nW.
- Gate power share :: 0.047
- Share of total power in the clock network :: 0.408
- Switching Share :: 0.2064
- Part of the power in registers :: 0.545
- Total internal power :: 8.145 mW
- The highest supply drop recorded on VDD is 0.1013 mV.
- The design draws 10.26 mW.
- For this design the ratio of total power to cell area is 115.6 nW/um^2.

** Global routing
- Largest net degree at the start of global routing :: 86
- For this run, the total global-route usage over all layers was measured as 0.1538.
- The number of global-route vias before repair was 38.96k.
- The first global-routing pass estimated 266.5 mm of wire.
- Total congestion overflow :: 0
- The number of antenna violations at the first check in global routing came to 9.

** Cells and area
- The register with the most flip-flops in the layout has 2048 of them.
- Once layout is complete, the cells apart from fillers number 7013.
- Dominant logic cell type in the layout :: sky130_fd_sc_hd__edfxtp_1
- Commonest cells after routing, fill and taps aside :: sky130_fd_sc_hd__edfxtp_1 (2048), sky130_fd_sc_hd__mux4_2 (512), sky130_fd_sc_hd__a22oi_1 (256)
- Synthesis-to-layout area growth :: 15.11%
- Ratio of cells with drive above 1 in the final layout :: 0.2796

** Flow run
- Tool warnings :: 53
- Number of max-cap violations :: 0

** Placed design
- The placement report lists the number of port buffers as 71.
- Final GP Congestion :: 0.8272
- Detailed placement HPWL :: 100.5 mm
- Placed Cells incl. Taps :: 6654

** Min path
- The tightest min-delay check is of the in -> reg type.
## power by group through the flow
stage / clock network, mW / registers [mW] / logic (mW)
CTS: 4.27 / 5.60 / 0.489
global route: 4.46 / 5.60 / 0.518
finish: 4.19 / 5.60 / 0.479
## logic make-up after synthesis
group / share of synthesized area
DFF: 0.7973
AOI/OAI and AO/OA: 0.03322
buffers and inverters: 0.01158
and+or+nand+nor: 0.008370
muxes: 0.1495
## layout make-up
cell class,count,area [sq um]
Antenna cell,2,5.005
Clock inverter,108,980.9
Fill cell,22941,166100
Timing Repair Buffer,216,1699
Tap cell,3366,4212
Sequential cell,2048,61500
Multi-Input combinational cell,1024,15250
Clock buffer,249,5146
## stage by stage
stage / setup WS (ns) / hold slack, ns / area [sq um] / util
after floorplan: 8.348 / 3.499 / 77130 / -
after global placement: 5.359 / 4.052 / 82660 / 0.3243
after detailed placement: 5.339 / 4.065 / 82660 / 0.3243
after CTS: 5.314 / 3.174 / 88780 / 0.3484
after global routing: 5.110 / 3.226 / 88790 / 0.3484
final: 5.551 / 3.219 / 88790 / 0.3484
## worst min-delay path by stage
stage | startpoint | endpoint | slack (ns) | cells after the start
6_report | write_data[1] | RAM[40][1]$_DFFE_PP_ | 3.22 | 2
5_1_grt | write_data[1] | RAM[40][1]$_DFFE_PP_ | 3.23 | 2
4_1_cts | write_data[1] | RAM[44][1]$_DFFE_PP_ | 3.17 | 2
## per-layer routing
layer | vias up | track usage | part of all wire
li1 | 14631 | - | -
met1 | 18099 | 0.1651 | 0.32
met2 | 2218 | 0.2381 | 0.49
met3 | 252 | 0.1201 | 0.17
met4 | 6 | 0.03349 | 0.025
met5 | - | 0.009259 | 0.00080
## synth_stat cells
master                     number
sky130_fd_sc_hd__nand2b_1       2
sky130_fd_sc_hd__and2_1         1
sky130_fd_sc_hd__nand3b_1       2
sky130_fd_sc_hd__or3b_2         1
sky130_fd_sc_hd__nor2_1        62
sky130_fd_sc_hd__nand2_1       14
sky130_fd_sc_hd__buf_1         13
sky130_fd_sc_hd__mux4_2       512
sky130_fd_sc_hd__a22oi_1      256
sky130_fd_sc_hd__nor3_1         4
sky130_fd_sc_hd__buf_4          1
sky130_fd_sc_hd__buf_2         42
sky130_fd_sc_hd__nor2b_1        4
sky130_fd_sc_hd__clkbuf_1     125
sky130_fd_sc_hd__nand3_1        4
sky130_fd_sc_hd__or4_1         32
sky130_fd_sc_hd__edfxtp_1    2048
sky130_fd_sc_hd__buf_6         14
sky130_fd_sc_hd__a21oi_1      128
sky130_fd_sc_hd__or2_2          2
Power figures rest on the tool's default switching activity, not on a simulated workload.
